## run.sh

```bash
#!/bin/bash
# OpenROAD 26Q1-2900-gdf79404cd8, Yosys 0.63+post, stock flow scripts
make -C /OpenROAD-flow-scripts/flow DESIGN_CONFIG=/design/flow/config.mk WORK_HOME=/design/flow/orfs finish
```

## config.mk

```make
export PLATFORM = sky130hd
export DESIGN_NAME = Memory
export DESIGN_NICKNAME = Memory
export VERILOG_FILES = /design/flow/design.v
export SDC_FILE = /design/flow/constraint.sdc
export NUM_CORES = 4
export LEC_CHECK = 1
export CORE_UTILIZATION = 40
```

## constraint.sdc

```tcl
current_design Memory

set clk_period 2.7
set clk_io_pct 0.2

create_clock -name clk0 -period $clk_period [get_ports {clk}]

set non_clock_inputs [all_inputs -no_clocks]
set_input_delay [expr $clk_period * $clk_io_pct] -clock clk0 $non_clock_inputs
set_output_delay [expr $clk_period * $clk_io_pct] -clock clk0 [all_outputs]
```

## design.v

```verilog
module Memory (
  input wire clk,
  input wire write_enable,
  input wire [7:0] write_data,
  input wire [3:0] address,
  output reg [7:0] read_data
);
  reg [7:0] mem [15:0];  
  always @(posedge clk) begin
    if (write_enable)  
      mem[address] <= write_data;
    else  
      read_data <= mem[address];
  end
endmodule
```

==> Flow_metrics.wiki <==
== Metrics ==
{| class="wikitable"
! Metric !! Value
|-
| Result of the run || complete, no violations
|-
| Floorplan core density || 0.4097
|-
| Category of the worst setup path launch point || input pin
|-
| Remaining Overflow, GRT || 0
|-
| Area growth from synthesis to final layout || 21.46%
|-
| Part of the Yosys area used for sequential elements || 0.7932
|-
| Area taken by multi-input logic gates || 1001 um2
|-
| Wire length of the first global-routing pass || 14550 um
|-
| Per-instance average area after synthesis || roughly 22 um2
|-
| Crit path arrival time || 2.13 ns
|-
| Time the worst path needs with I/O delays and setup || ~2.0 ns
|-
| Req. time, crit path || between 2 and 3 ns
|-
| X dimension of the die || 115.5 um
|-
| Chip Area, Yosys || 5149 um2
|-
| Number of global-route vias before repair || 2598
|-
| Io pins || 22
|-
| Final non-filler cell total || 468
|-
| Max Cap Viol || 0
|-
| Maximum operating frequency || 507.7 MHz
|-
| Count of state elements after synthesis || 136
|-
| Clock tree from TritonCTS || done
|-
| Number of I/O port buffers || 21
|-
| Class of the tightest hold or removal check || reg2reg
|-
| Final TNS setup || 0 ns
|-
| Iteration-0 DRC count of the detailed router || roughly 170
|-
| DR vias || approximately 2400
|-
| Place WS || 0.3018 ns
|-
| Cts repair resizes || 0
|-
| Number of antenna violations at the first check in global routing || 0
|-
| Capturing point of the worst reg2reg path || read_data[7]
|-
| Share of layout cells above drive strength 1 || 0.2973
|-
| R2R Setup Slk || 1.16 ns
|-
| Maximum level of the CTS H-tree || 4
|-
| Worst hold margin || approximately 0.75 ns
|-
| Worst setup path endpoint || read_data[7]
|-
| Total routing resource utilization after global routing || 0.1686
|-
| Relative slew margins || 0.5498
|-
| Gp weighted congestion || 0.7670
|-
| Reg2Reg Depth || 3
|-
| Final wirelength || 9221 um
|-
| Post CTS Setup Buffer Count || 0
|-
| Worst Path Class, Setup || in2reg
|-
| Antenna cell count || 0
|-
| Syn Std Cell Area || 5149 um2
|-
| Cell Pwr Density || 758.0 nW/um2
|-
| Sink Count || 136
|-
| Final worst-path cycle share || 0.7295
|-
| Total Die Area || 13330 um2
|-
| RSZ-0062 raised after global routing || no
|-
| Clock latency on the worst-skew pair || 0.41 ns
|-
| Endpoints failing hold || 0
|-
| Remaining number of nets flagged by the antenna check after routing || 0
|-
| TritonCTS Buffers || 17
|-
| Instance tally after logic synthesis || ~230
|-
| Final max-slew violation count || 0
|-
| Worst setup skew after layout || 0.004849 ns
|-
| Final setup vio count || 0
|-
| Hold buffers post-CTS || 0
|-
| Final WS setup || 0.7304 ns
|-
| Die y size || 115.5 um
|-
| Leakage power || 2.022 nW
|-
| Number of cells in the yosys synthesis report || approximately 230
|-
| Largest net degree at the start of global routing || 25
|-
| Cells after DPL || roughly 440
|-
| PnR Total Power || 4.740 mW
|-
| Synth warnings || 1
|-
| Tightest Pin Transition || roughly 0.67 ns
|-
| Total of fill cells in the finished design || ~1000
|-
| Peak VDD IR || 0.0004375 V
|-
| Number of library cell types mapped by synthesis || 18
|-
| Vias per cell || 5.188
|-
| Combined flip-flop and latch cell area || around 4100 um2
|-
| Clock transition at the registers of the reported paths || 0.06 ns
|-
| DPL Wire Length || ~6000 um
|-
| Sort of element at the end of the critical path || register
|-
| Remaining routing DRC violations || 0
|-
| FP Rows || 41
|-
| Core Region || 12570 um2
|-
| Startpoint of the worst register-to-register path || mem[0][7]
|-
| First-pass DRT Iterations || 4
|-
| CP Launch Point || address[0]
|-
| Post-detailed-route wirelength per cell || approximately 20 um
|-
| Cell chosen for the clock root || sky130_fd_sc_hd__clkbuf_16
|-
| Worst-case clock buffer depth || 2
|-
| Worst Path Max Fanout || 21
|-
| Total number of warnings across the stage logs || 25
|}
## worst max-delay path, stage by stage
cell and delay (ns):
sky130_fd_sc_hd__buf_2 0.34, sky130_fd_sc_hd__buf_12 0.25, sky130_fd_sc_hd__mux4_2 0.53, sky130_fd_sc_hd__a22oi_1 0.36, sky130_fd_sc_hd__nand2_1 0.09
## synth_stat cells
library cell	instances	share of area
sky130_fd_sc_hd__or3_1	1	0.0012
sky130_fd_sc_hd__and2_1	1	0.0012
sky130_fd_sc_hd__nand3b_1	2	0.0029
sky130_fd_sc_hd__nand2_1	9	0.0066
sky130_fd_sc_hd__nand2b_1	2	0.0024
sky130_fd_sc_hd__mux4_2	32	0.14
sky130_fd_sc_hd__nor2_1	13	0.0095
sky130_fd_sc_hd__buf_6	2	0.0044
sky130_fd_sc_hd__nor3_1	4	0.0039
sky130_fd_sc_hd__clkbuf_1	2	0.0015
sky130_fd_sc_hd__edfxtp_1	136	0.79
sky130_fd_sc_hd__nand3_1	1	0.00097
sky130_fd_sc_hd__a22oi_1	16	0.023
sky130_fd_sc_hd__buf_1	4	0.0029
sky130_fd_sc_hd__clkbuf_2	1	0.00097
sky130_fd_sc_hd__buf_2	2	0.0019
sky130_fd_sc_hd__nor2b_1	2	0.0024
sky130_fd_sc_hd__inv_1	1	0.00073
## metal layers
metal,GRT usage,vias to the layer above,part of all wire
met5,0,-,0
met3,0.1188,11,0.13
met4,0.01991,0,0.013
met2,0.2455,137,0.48
li1,-,1080,-
met1,0.2308,1200,0.38
## layout make-up
class	instances	area share
clock buffer	17	0.06803
clock inverter	15	0.02021
inverter	1	0.0006002
multi-input combinational	83	0.1601
sequential	136	0.6531
tap	172	0.03441
timing repair buffer	44	0.06363
## registers in the layout, summed over array words and instances, names as in the netlist
name / cells
mem: 128
read_data: 8
## metrics by stage
| stage | area, um2 | util |
|---|---|---|
| floorplan | 5149 | - |
| CTS | 6254 | 0.4976 |
| finish | 6254 | 0.4976 |
| detailed placement | 5702 | 0.4537 |
| global placement | 5702 | 0.4537 |
| global route | 6254 | 0.4976 |
## how the worst min path moves through the flow
stage,startpoint,to,slack [ns],cells past startpoint
after CTS,mem[14][2],read_data[2],0.75,3
final,mem[14][2],read_data[2],0.75,3
after global routing,mem[11][6],read_data[6],0.79,3
## cells in the final DEF (no fill, tap or decap)
cell and instances:
sky130_fd_sc_hd__a22oi_1 16, sky130_fd_sc_hd__and2_1 1, sky130_fd_sc_hd__buf_12 2, sky130_fd_sc_hd__buf_2 2, sky130_fd_sc_hd__buf_4 21, sky130_fd_sc_hd__bufinv_16 1, sky130_fd_sc_hd__clkbuf_16 17, sky130_fd_sc_hd__clkdlybuf4s50_1 19
sky130_fd_sc_hd__clkinv_1 1, sky130_fd_sc_hd__clkinv_2 4, sky130_fd_sc_hd__clkinvlp_4 5, sky130_fd_sc_hd__edfxtp_1 136, sky130_fd_sc_hd__inv_1 1, sky130_fd_sc_hd__inv_6 4, sky130_fd_sc_hd__mux4_2 32, sky130_fd_sc_hd__nand2_1 9
sky130_fd_sc_hd__nand2b_1 2, sky130_fd_sc_hd__nand3_1 1, sky130_fd_sc_hd__nand3b_1 2, sky130_fd_sc_hd__nor2_1 13, sky130_fd_sc_hd__nor2b_1 2, sky130_fd_sc_hd__nor3_1 4, sky130_fd_sc_hd__or3_1 1
## power by group
| group | switching, mW | total [mW] | internal, mW |
|---|---|---|---|
| sequential | 0.0112 | 2.39 | 2.38 |
| combinational | 0.119 | 0.231 | 0.112 |
| clock | 0.854 | 2.12 | 1.26 |
## logic make-up after synthesis
logic type      count (synthesis)  synth area share
compound gates                 16           0.02333
buf+inv                        12           0.01239
flops                         136            0.7932
mux                            32            0.1400
simple gates                   35           0.03111
No activity file was given, so power comes from the tool's default toggle rates.
