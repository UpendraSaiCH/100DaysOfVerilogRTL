==> /design/flow/design.v <==
module BinaryCounter(
	input clk,
	input reset,
	input enable,
	output reg [3:0] count);
	always @(posedge clk)
	begin
		if(reset)
			count <= 4'b0000;
		else if(enable)
			count <= count + 1;
	end
endmodule	
==> /design/flow/run.sh <==
#!/bin/bash
# OpenROAD 26Q1-2900-gdf79404cd8, Yosys 0.63+post, stock flow scripts
make -C /OpenROAD-flow-scripts/flow DESIGN_CONFIG=/design/flow/config.mk WORK_HOME=/design/flow/orfs finish
==> /design/flow/config.mk <==
export PLATFORM = sky130hd
export DESIGN_NAME = BinaryCounter
export DESIGN_NICKNAME = BinaryCounter
export VERILOG_FILES = /design/flow/design.v
export SDC_FILE = /design/flow/constraint.sdc
export NUM_CORES = 4
export LEC_CHECK = 1
export CORE_AREA = 10 10 70 70
export DIE_AREA = 0 0 80 80
==> /design/flow/constraint.sdc <==
current_design BinaryCounter

set clk_period 1.7
set clk_io_pct 0.2

create_clock -name clk0 -period $clk_period [get_ports {clk}]

set non_clock_inputs [all_inputs -no_clocks]
set_input_delay [expr $clk_period * $clk_io_pct] -clock clk0 $non_clock_inputs
set_output_delay [expr $clk_period * $clk_io_pct] -clock clk0 [all_outputs]
==> results.yml <==
# generated from flow reports
final_timing:
  setup_viol: 0
  tns_ps: 0
  tightest_slew_ps: 251
  skew_ps: 3.31
  fmaxAchievable_mhz: 681
  fin_crit_sh_pct: 86.3
  max_slew_margin_pct: 83.2
  slew_violations: 0
  period_minus_slack_ps: 1470
  rsz0062_at_grt: "no"
  hold_viol_final: 0
cells_and_area:
  combGateArea_um2: 98.8
  top_register: "count"
  finalInstanceArea_um2: 319
  reg.largest.list: "count (4)"
  nFillCells: 401
  drive_above_1_share_pct: 24.0
  final-seq-area_um2: 80.1
  largest_register_ffs: 4
  fin_util_pct: 9.34
  area_growth_pct: 78.3
synthesis:
  top_cells_by_area: "dfxtp_1 45%, mux2_4 8.4%, ha_1 7.0%, nand4_2 7.0%, nor2_1 6.3%"
  yosys_warnings: 1
  synth_top_area_share_pct: 44.8
  netlist_area_um2: 179
  syn_inst: 16
  ys_seq_share_pct: 44.8
  yosys_cells: 16
  synth-seq-cells: 4
  ys_types: 11
  yosys-stat-area_um2: 179
  synthArstFlopShare_pct: 0
  edf_count: 0
  avgSynthCellArea_um2: 11.2
  synthFlopType: "dfxtp_1"
  yosys-top-cells-count: "4 x dfxtp_1, 3 x nor2_1"
  most_common_cell: "dfxtp_1"
  yosysTopAreaCell: "dfxtp_1"
min_path:
  min_to: "count[3]"
  whs_path_depth: 2
  worstHoldPathType: "flip-flop to flip-flop"
  hold_start: "count[3]"
job:
  max-cap-violations: 0
  warnings: 25
global_routing:
  antenna_found_initial: 0
  met2_usage_pct: 1.85
  grt_use_total_pct: 1.76
  grt_use_met3_pct: 2.16
  use_met1_pct: 2.19
  grt_pass1_vias: 161
  grt_max_degree: 6
  grt_first_pass_wirelength_um: 834
  grt.busiest_layer: "met1"
  overflow: 0
die:
  die_h_um: 80
  fp.dieW_um: 80
  fp_util_pct: 5.24
  io_pins: 7
  dieArea_um2: 6400
  rows: 21
  core_area_um2: 3420
setup_path:
  path_cells: "clkdlybuf4s50_1"
  reg2reg_depth: 3
  required_ps: 1360
  cp_max_fo: 4
  crit_path_max_incr_delay_ps: 500
  reg2reg_setup_slack_ps: 740
  reg2reg_from: "count[0]"
  r2r-end: "count[1]"
  cp-end-kind: "output port"
  cp_num_buf_inv: 1
  critPathKind: "flip-flop to output port"
  startpoint_type: "flip-flop"
  crit_family: "buffers and inverters"
  slowest_stage: "clkdlybuf4s50_1"
  worstPathArrival_ps: 1130
cts:
  cts_resized: 0
  cts_tree: "yes"
  cts_max_path_buffers: 2
  cts.sinks: 4
  cts_root_buffer: "clkbuf_4"
  h-tree-depth: 1
  hold_buffers: 0
  clkSlewWorstSetupHoldPaths_ps: 40
  cts_made_buffers: 3
  cts_setup_buffers: 0
  clock.latency.late_pin_ps: 230
detailed_routing:
  routed_wl_um: 470
  wl_per_cell_um: 6.62
  ant_nets: 0
  first_pass_iters: 2
  drc_errors: 0
  vias_per_cell: 1.96
  drtIter0Drc: 12
  num_vias: 139
  antennaDiodeCount: 0
placement:
  io_buffer_count: 6
  place_area_um2: 297
  place.gp.congestion: 0.647
power_and_ir_drop:
  power.density_nw_per_um2: 781
  ir_drop_v: 0.000213
  leakage_uw: 0.000120
run_status:
  status: "complete, no violations"
==> logic make-up (layout without fill, tap and decap cells) <==
| logic type | after synthesis | after routing | share of synthesized area (%) |
|---|---|---|---|
| AND-OR/OR-AND | 2 | 2 | 8.39 |
| adder cells (fa/ha/maj) | 1 | 1 | 6.99 |
| flip-flops | 4 | 4 | 44.8 |
| buffers and inverters | 0 | 9 | 0 |
| AND/OR/NAND/NOR | 6 | 6 | 21.0 |
| XOR/XNOR | 1 | 1 | 4.90 |
| multiplexers | 2 | 2 | 14.0 |
==> cells in the final DEF, fill, tap and decap left out <==
cell type        Yosys  layout
dfxtp_1              4       4
ha_1                 1       1
nor2b_1              1       1
mux2_4               1       1
a21oi_1              1       1
mux2i_1              1       1
nand4_2              1       1
nor2_1               3       3
a21bo_2              1       1
clkdlybuf4s50_1      0       6
xnor2_1              1       1
clkbuf_4             0       3
nand3b_1             1       1
==> where the power goes <==
part / total, uW / internal (uW) / switching (uW) / leakage, uW
combinational: 29.4 / 19.2 / 10.1 / 0.0000738
clock: 114 / 78.7 / 35.1 / 0.0000138
sequential: 106 / 99.7 / 6.41 / 0.0000326
==> area by class of cell <==
class	count	area share (%)
timing repair buffer	6	18.8
sequential	4	25.1
clock buffer	3	7.06
tap	46	18.0
multi-input combinational	12	31.0
==> per-stage QoR <==
| stage | power [uW] | setup slack, ps | hold slack [ps] | cells |
|---|---|---|---|---|
| finish | 249 | 232 | 572 | 71 |
| global route | 271 | 144 | 620 | 71 |
| CTS | 256 | 210 | 577 | 71 |
| detailed placement | 137 | 195 | 567 | 68 |
| global placement | 137 | 188 | 553 | 68 |
| floorplan | 116 | 813 | 409 | 16 |
==> worst max-delay path by stage <==
stage	start	to	slack, ps	cells past startpoint
6_report	count[0]	count[0]	230	1
5_1_grt	count[0]	count[0]	140	1
4_1_cts	count[0]	count[0]	210	1
==> routing by layer <==
metal	wire length, um	vias up
met5	0	-
met4	0	0
met3	100	0
met2	146	9
met1	224	56
li1	-	74
Power is estimated from default activity; no workload was simulated.
