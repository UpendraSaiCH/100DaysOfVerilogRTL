File: design/flow/design.v
module ALU_4bit (
  input wire [3:0] operand1,
  input wire [3:0] operand2,
  input wire [3:0] control,
  output reg [3:0] result,
  output reg zero
);
  always @* begin
    case (control)
      4'b0000: result = operand1 + operand2;  
      4'b0001: result = operand1 - operand2;  
      4'b0010: result = operand1 & operand2;  
      4'b0011: result = operand1 | operand2;  
      4'b0100: result = operand1 ^ operand2;  
      4'b0101: result = operand1 << 1;        
      4'b0110: result = operand1 >> 1;        
      4'b0111: result = ~operand1;            
      4'b1000: result = operand1;             
      4'b1001: result = operand2;             
      4'b1010: result = operand1 + 1;         
      4'b1011: result = operand1 - 1;         
      4'b1100: result = operand1 + operand2;  
      4'b1101: result = operand1 - operand2;  
      4'b1110: result = operand1;             
      4'b1111: result = operand2;             
      default: result = 4'b0000;               
    endcase
    zero = (result == 4'b0000);  
  end
endmodule
File: design/flow/run.sh
#!/bin/bash
# OpenROAD 26Q1-2900-gdf79404cd8, Yosys 0.63+post, stock flow scripts
make -C /OpenROAD-flow-scripts/flow DESIGN_CONFIG=/design/flow/config.mk WORK_HOME=/design/flow/orfs finish
File: design/flow/config.mk
export PLATFORM = sky130hd
export DESIGN_NAME = ALU_4bit
export DESIGN_NICKNAME = ALU_4bit
export VERILOG_FILES = /design/flow/design.v
export SDC_FILE = /design/flow/constraint.sdc
export NUM_CORES = 4
export LEC_CHECK = 1
export CORE_AREA = 10 10 85 85
export DIE_AREA = 0 0 95 95
File: design/flow/constraint.sdc
current_design ALU_4bit

set clk_period 4.3
set clk_io_pct 0.2

create_clock -name clk0 -period $clk_period

set non_clock_inputs [all_inputs -no_clocks]
set_input_delay [expr $clk_period * $clk_io_pct] -clock clk0 $non_clock_inputs
set_output_delay [expr $clk_period * $clk_io_pct] -clock clk0 [all_outputs]
==> results_dict.tcl <==
# flow metrics
set metrics [dict create \
    maxCapViolCount 0 \
    std_cell_rows 27 \
    numSequentialCells 0 \
    setup.worst_path.start_class "input port" \
    timing.final.crit_share_pct 96.9 \
    n_antenna_cell 0 \
    detailed_route_iter0_violations 24 \
    syn-instance-count 110 \
    post_synth_num_cell_types 48 \
    vias 974 \
    post_route_cells_drive_above_1_share_pct 38.3 \
    drc 0 \
    shortest_period_the_worst_path_allows_ps 4170 \
    worstHoldPathType "input port to output pin" \
    fraction_of_the_core_area_occupied_by_cells_at_floorplan_pct 14.7 \
    design_area_um2 1380 \
    globalRouteOverflowTotal 0 \
    postRouteWirelength_um 2740 \
    number_of_cells_in_the_yosys_synthesis_report 110 \
    area_growth_pct 71.5 \
    max_slew_margin_pct 66.6 \
    stage_log_warnings 36 \
    route.detailed.wl_per_inst_um 12.1 \
    syn-mean-instance-area_um2 7.29 \
    port_buffers 17 \
    placeable_core_region_um2 5470 \
    dr.pass1.iters 4 \
    design_power_total_uw 155 \
    peakVddDrop_v 0.0000516 \
    antenna_found_initial 0 \
    antenna_left 0 \
    netlist_area_um2 802 \
    wire_length_of_the_first_global_routing_pass_um 4750 \
    gp_routability_congestion 0.896 \
    slew_violations 0 \
    crit_start "operand2[2]" \
    pleak_nw 0.605 \
    power_per_cell_area_nw_per_um2 113 \
    pin_count_of_the_biggest_net_entering_global_routing 14 \
    total_routing_usage_reported_by_global_routing_pct 6.30 \
    hpwlAfterDp_um 2240 \
    cp_data_required_time_ps 3440 \
    timing.critical_path.arrival_ps 3310 \
    hold_buffers 0 \
    die.size.x_um 95 \
    placed_cell_area_um2 1250 \
    ioPinCount 17 \
    final_util_pct 25.1 \
    grt_pass1_vias 1049 \
    viasPerCell 4.31 \
    layout.area.seq_um2 0 \
    setup_tns_ps 0 \
    die_area_um2 9030 \
    worst_hold_startpoint "control[3]" \
    max_freq_mhz 240 \
    synth.yosys.warnings 1 \
    worstSetupEndpointType "output pin" \
    setup_viol_count_final 0 \
    worst-setup-path-type "input port to output pin" \
    final_hold_viol_count 0 \
    status "complete, no violations" \
    ys_seq_share_pct 0 \
    tightestPinTransition_ps 489 \
    synth_chip_area_um2 802 \
    clkbuf_count 0 \
    floorplan.die.height_um 95 \
    crit_path_max_fanout 3 \
]
[timing repair]
action                     4_1_cts  5_1_grt
buffers inserted                 4        0
gates cloned                     0        0
setup endpoints to repair        4        3
gates resized                   24       15
pin swaps                       10        8
[synth_stat cells (3+ instances only)]
library cell   n  area, um^2
inv_1         14        52.6
ha_1          12         150
nor2_1         7        26.3
nor3_1         7        35.0
a21oi_1        5        25.0
buf_2          5        25.0
nand2_1        5        18.8
a31oi_1        4        25.0
nand3_1        3        15.0
nand3b_1       3        22.5
xnor2_1        3        26.3
[per-stage QoR]
| step | cells | hold WS (ps) | worst slack, ps |
|---|---|---|---|
| after floorplan | 110 | 1950 | 754 |
| after CTS | 226 | 2710 | 0.505 |
| final | 226 | 2620 | 134 |
| after global routing | 226 | 2690 | -1.72 |
| after global placement | 222 | 3030 | -337 |
| after detailed placement | 222 | 3030 | -349 |
[final timing paths]
| check | end | slack (ps) | depth (start not counted) |
|---|---|---|---|
| worst min-delay path | zero | 2620 | 7 |
| worst max-delay path | result[3] | 130 | 11 |
[routing by layer]
layer	vias to the layer above	global-route usage, %	routed length (um)
met5	-	0	0
met4	0	0.748	29
met3	4	0.321	72
met2	24	11.2	1330
met1	451	8.46	1310
li1	495	-	-
[cell families (layout without fill, tap and decap cells)]
| logic type | after synthesis | after routing | synth area share (%) |
|---|---|---|---|
| compound gates | 28 | 28 | 27.0 |
| xor+xnor | 5 | 5 | 5.46 |
| fa+ha+maj | 13 | 13 | 21.2 |
| buf+inv | 20 | 64 | 10.6 |
| mux | 4 | 4 | 5.46 |
| simple gates | 40 | 40 | 30.3 |
[power breakdown]
| part | switching [mW] | internal (mW) |
|---|---|---|
| registers | 0 | 0 |
| logic | 0.0678 | 0.0869 |
| clock network | 0 | 0 |
[cell usage in the layout (no fill, tap or decap), types with 3 or more instances in the layout]
| cell | Yosys | routed |
|---|---|---|
| clkdlybuf4s50_1 | 0 | 10 |
| clkbuf_2 | 0 | 3 |
| ha_1 | 12 | 10 |
| nand3_1 | 3 | 3 |
| a31oi_1 | 4 | 3 |
| nor3_1 | 7 | 6 |
| buf_4 | 1 | 31 |
| nand3b_1 | 3 | 3 |
| nand2_1 | 5 | 4 |
| nor2_1 | 7 | 5 |
| a21oi_1 | 5 | 3 |
| inv_1 | 14 | 12 |
[critical path, cell delays in order]
cell	delay (ps)
clkdlybuf4s50_1	480
inv_1	80
xnor2_2	140
o22ai_2	170
ha_4	240
a21oi_2	160
a21oi_2	70
or3b_1	340
mux2i_1	180
or2_1	130
clkdlybuf4s50_1	460
[area by class of cell]
class              instances  area (um^2)
inverters                 14         52.6
well taps                 72         90.1
multi-input cells         90          825
repair buffers            50          408
fillers                  604         4100
